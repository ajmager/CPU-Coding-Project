--- flow/design.v ---
module register_r0(
	input	clk, clr, enable,
  	input	[31:0]	input_D32, input BAout,
  	output reg [31:0] output_r0
);
  wire [31:0]	output_Q32; 
  wire [31:0] BAtemp;
always @ (posedge clk) begin
if (clr) begin
	output_Q32 <= 32'h00000000;
end
else if (enable) begin
	output_Q32 <= input_D32;
  	BAtemp <= ~BAout;
  	output_r0 <= BAtemp & output_Q32;
end
end
endmodule
--- flow/run.sh ---
#!/bin/bash
# OpenROAD 26Q1-2900-gdf79404cd8, Yosys 0.63+post, stock flow scripts
make -C /OpenROAD-flow-scripts/flow DESIGN_CONFIG=/design/flow/config.mk WORK_HOME=/design/flow/orfs finish
--- flow/config.mk ---
export PLATFORM = sky130hd
export DESIGN_NAME = register_r0
export DESIGN_NICKNAME = register_r0
export VERILOG_FILES = /design/flow/design.v
export SDC_FILE = /design/flow/constraint.sdc
export NUM_CORES = 4
export LEC_CHECK = 1
export CORE_UTILIZATION = 50
--- flow/constraint.sdc ---
current_design register_r0

set clk_period 4.9
set clk_io_pct 0.2

create_clock -name clk0 -period $clk_period [get_ports {clk}]

set non_clock_inputs [all_inputs -no_clocks]
set_input_delay [expr $clk_period * $clk_io_pct] -clock clk0 $non_clock_inputs
set_output_delay [expr $clk_period * $clk_io_pct] -clock clk0 [all_outputs]
==> notes.md <==
Notes on the flow run.

- The slew at the pin closest to its max-slew limit is 0.9436 ns, for reference.
- For reference, the most critical setup path is categorized as in2reg.
- The count of cells resized by post-cts repair is 0, for reference.
- The cell family with the largest share of critical-path delay is simple AND/OR/NAND/NOR gates, for reference.
- Per the gpl log, the routability congestion estimate is 0.6900.
- Setup repair after global routing left no endpoint under its margin.
- The final total negative setup slack is 0 ns, for reference.
- Total power normalized to cell area comes to 361.2 nW/um^2.
- The number of buffers added for setup after CTS is 0, for reference.
- The layout stage reports a final design area of 3020 sq um.
- The post-synthesis share of cell area spent on and-or and or-and gates is 0%, for reference.
- The number of distinct library cells after synthesis is 12, for reference.
- The TritonCTS clock tree is done, for reference.
- STA classifies the critical path startpoint as a primary input.
- The number of violations of the max-capacitance limit is 0, for reference.
- The first global-routing pass estimated 5644 um of wire.
- The count of boundary I/O pins is 68, for reference.
- The sum of buffers and inverters on the critical path is 2, for reference.
- The max-slew violation count is 0, for reference.
- The clock drives 65 sinks.
- The finished layout holds 266 standard cells, fillers aside.
- For this run, the share of the core covered by cells in the final layout is 73.91%.
- After detailed routing, the total wire length is 3535 um.
- The maximum clock rate is 398.4 MHz, for reference.
- For this run, the script counts the antenna cells in the layout as 0.
- The worst setup path is captured at a flip-flop.
- Total global-route track usage over all layers is 17.97%.
- The number of cells traversed by the worst register-to-register path is 1, for reference.
- The worst hold slack is 0.4266 ns, for reference.
- Detailed placement finished with a half-perimeter wire length of 2286 um.
- The worst path uses 51.23% of the clock period.
- The final setup skew is 0.003788 ns, for reference.
- The number of standard cells after synthesis is 140, for reference.
- The leakage component of the power is 0.001202 uW, for reference.
- The data arrival time of the worst path is 2.44 ns, for reference.
- The largest stage delay on the critical path is 0.78 ns, for reference.
- The die is 68.08 um wide.
- The cell with the largest stage delay on the worst path is sky130_fd_sc_hd__nor2b_4, for reference.
- The number of cells reported by Yosys stat comes to 140.
- In this run the full chip footprint comes out at 4635 sq um.
- The yosys-reported design area after synthesis is 2183 sq um, for reference.
- The initial antenna violation count is 0, for reference.
- The main combinational cell family by area after synthesis is multiplexers, for reference.
- The initial utilization of the core area, before any placement, comes to 53.43%.
- The number of storage elements in the synthesis netlist is 65, for reference.
- The remaining global-route overflow is 0, for reference.
- Once placement completed, the tool counted placed cells totaling 251.
- The floorplan has 23 rows.
- The report lists the cells along the critical path as clkdlybuf4s50_1 -> buf_4 -> nor2b_4.
- Per the cell usage report, the commonest logic cell in the layout is sky130_fd_sc_hd__clkdlybuf4s50_1.
- The share of the synthesized netlist area taken by xor and xnor gates is 0%, for reference.
- The max-slew headroom at the worst pin is 36.96%, for reference.
- The y dimension of the die is 68.08 um, for reference.
- The H-tree was split into 3 levels.
- The DRC violation count after routing is 0, for reference.
- Across all layers, the routed design uses 1263 vias.
- For this run, the detailed router reports a per-instance via density of 4.748.
- The worst IR drop on VDD is 0.2379 mV, for reference.
- The filler cells instantiated in the layout total 256.
- Looking at the worst setup and hold paths, the clock pins of their registers show a slew of 0.06 ns.
- The top cell types in the final layout, fill and taps aside, are sky130_fd_sc_hd__clkdlybuf4s50_1 (66), sky130_fd_sc_hd__edfxtp_1 (33), sky130_fd_sc_hd__mux2i_1 (32), sky130_fd_sc_hd__dfxtp_1 (32), sky130_fd_sc_hd__nor2_1 (30).
- The area of the mapped netlist is 2183 sq um, for reference.
- The Yosys step of the flow raised 4 warnings.
- The fraction of the mapped netlist area in simple logic gates is 6.304%, for reference.
- The placement report lists the number of port buffers as 67.
- CTS reports a maximum clock tree buffer depth of 2.
- For reference, the post-synthesis area per instance comes to 15.60 sq um.
- The critical path data required time is 4.83 ns, for reference.
- Of the post-synthesis cell area, the part taken by muxes is 14.67%.
- The core area is 4086 sq um, for reference.
- The number of buffers added by the clock tree synthesis step is 9, for reference.
- The area of placed instances is 2844 sq um, for reference.
- The proportion of synthesized chip area in sequential cells is 74.73%, for reference.
- The post-cts hold-fix buffer tally is 0, for reference.
- STA reports the tightest min-delay check as being of type reg2reg.
- The routed wirelength normalized by instance count is 13.29 um, for reference.
- The layout summary lists the proportion of cells stronger than drive strength 1 as 8.333%.
- The skew report gives the latency at the later pin of the worst-skew pair as 0.31 ns.
- The final tally of setup violations is 0, for reference.
- The via count of the first global-routing pass is 1233, for reference.
- The number of cells on the worst hold path is listed as 0.
- The pre-antenna-repair detailed-routing pass consisted of 3 iterations.
- The top fanout value on the critical path is 33, for reference.
- Endpoints failing hold in the final report were tallied at 0.
- Entering global routing, the biggest net connects 34 pins.
- In this run, the synthesized area fraction spent on adder and majority cells is recorded as 0%.
- In this run the tools logged warnings totalling 26.
- In this run, the number of DRC markers left after iteration 0 of detailed routing was 93.
- The STA report counts the stages on the worst setup path as 3.
- The count of nets left with antenna violations after detail routing is 0, for reference.
- The layout overhead on the synthesized area is 38.34%, for reference.
- The minimum clock period is 2.510 ns, for reference.
- The flow ran to the end, and the final reports show no timing, DRC or antenna violations.
- Per the CTS log, the root buffer master is sky130_fd_sc_hd__clkbuf_8.
-- metal layers --
layer  track usage [%]  wire, um  up-vias
met1             29.28      1562      597
met5                 0         0        -
li1                  -         -      627
met2             27.21      1751       37
met4             3.906        21        0
met3             4.054       199        2
-- final timing paths --
check	startpoint	endpoint	slack [ns]
min reg2reg	output_Q32[31]	output_r0[31]	0.43
max reg2reg	BAtemp[0]	output_r0[0]	4.15
min	output_Q32[31]	output_r0[31]	0.43
max	clr	output_r0[8]	2.39
-- cells by family (layout without fill, tap and decap cells) --
kind of cell | after synthesis | in the layout
and+or+nand+nor | 34 | 34
DFF | 65 | 65
buffers and inverters | 9 | 85
muxes | 32 | 32
-- flip-flops by register name, summed over array words and instances, names as in the netlist --
signal and count:
output_Q32 32, output_r0 32, BAtemp 1
-- per-stage QoR --
stage | total power, uW | setup WS [ns]
detailed placement | 717.5 | 2.067
global placement | 713.8 | 2.110
floorplan | 661.8 | 1.704
finish | 1091 | 2.390
CTS | 1105 | 2.403
global route | 1140 | 2.287
-- synth_stat cells --
library cell	count	area share, %
sky130_fd_sc_hd__and2_1	1	0.29
sky130_fd_sc_hd__inv_1	1	0.17
sky130_fd_sc_hd__clkbuf_1	1	0.17
sky130_fd_sc_hd__buf_12	3	2.8
sky130_fd_sc_hd__buf_6	1	0.52
sky130_fd_sc_hd__nor2_2	2	0.57
sky130_fd_sc_hd__buf_2	3	0.69
sky130_fd_sc_hd__nor2b_1	1	0.29
sky130_fd_sc_hd__mux2i_1	32	15
sky130_fd_sc_hd__dfxtp_1	32	29
sky130_fd_sc_hd__edfxtp_1	33	45
sky130_fd_sc_hd__nor2_1	30	5.2
-- report_power, final --
group,switching [uW],total (uW),internal [uW]
Clock,163,386,223
Sequential,10.3,614,603
Combinational,31.3,91.0,59.7
-- layout make-up --
type                    count  area, sq um  area share (%)
flip-flops and latches     65         1632           54.02
repair buffers             69        680.7           22.54
multi-input cells          66        465.4           15.41
clock buffers              15        176.4           5.841
well taps                  50        62.56           2.071
inverters                   1        3.754          0.1243
Power is estimated from default activity; no workload was simulated.
