<file path="design.v">
module bus(
	input [31:0] r0_out, r1_out, r2_out, r3_out, r4_out, r5_out, r6_out, r7_out, r8_out, r9_out, r10_out, r11_out, r12_out, r13_out, r14_out, r15_out, HI_out, LO_out, ZHI_out, ZLOW_out, PC_out, MDR_out, inPort_out, C_sign_extended, 
	input r0out, r1out, r2out, r3out, r4out, r5out, r6out, r7out, r8out, r9out, r10out, r11out, r12out, r13out, r14out, r15out, HIout, LOout, ZHIout, ZLOWout, PCout, MDRout, inPortout,Cout,
	output [31:0] BUS_data,
	input clk
);
	wire[4:0] select;
	encoder_32_5 encoder(select, r0out, r1out, r2out, r3out, r4out, r5out, r6out, r7out, r8out, r9out, r10out, r11out, r12out, r13out, r14out, r15out, HIout, LOout, ZHIout, ZLOWout, PCout, MDRout, inPortout, Cout, clk);
	BusMux_32_1 busmux(BUS_data, r0_out, r1_out, r2_out, r3_out, r4_out, r5_out, r6_out, r7_out, r8_out, r9_out, r10_out, r11_out, r12_out, r13_out, r14_out, r15_out, HI_out, LO_out, ZHI_out, ZLOW_out, PC_out, MDR_out, inPort_out, C_sign_extended, select, clk); 
endmodule
module BusMux_32_1(
	output reg	[31:0]	mux_out,
	input		[31:0]	BusMuxIn_R0, BusMuxIn_R1, BusMuxIn_R2, BusMuxIn_R3, BusMuxIn_R4, BusMuxIn_R5, BusMuxIn_R6, BusMuxIn_R7, BusMuxIn_R8, BusMuxIn_R9, BusMuxIn_R10, BusMuxIn_R11, BusMuxIn_R12, BusMuxIn_R13, BusMuxIn_R14, BusMuxIn_R15,
	input		[31:0]	BusMuxIn_HI, BusMuxIn_LO,
	input		[31:0]	BusMuxIn_ZHI, BusMuxIn_ZLOW,
	input 	[31:0]	BusMuxIn_PC,
	input		[31:0]	BusMuxIn_MDR,
	input		[31:0]	BusMuxIn_InPort,
	input		[31:0]	C_sign_extended,
	input		[4:0]		select,
	input clk
);
	always @ (*) begin
		case(select)
			5'd23		:			mux_out <= BusMuxIn_R0;
			5'd22		:			mux_out <= BusMuxIn_R1;
			5'd21		:			mux_out <= BusMuxIn_R2;
			5'd20		:			mux_out <= BusMuxIn_R3;
			5'd19		:			mux_out <= BusMuxIn_R4;
			5'd18		:			mux_out <= BusMuxIn_R5;
			5'd17		:			mux_out <= BusMuxIn_R6;
			5'd16		:			mux_out <= BusMuxIn_R7;
			5'd15		:			mux_out <= BusMuxIn_R8;
			5'd14		:			mux_out <= BusMuxIn_R9;
			5'd13		:			mux_out <= BusMuxIn_R10;
			5'd12		:			mux_out <= BusMuxIn_R11;
			5'd11		:			mux_out <= BusMuxIn_R12;
			5'd10		:			mux_out <= BusMuxIn_R13;
			5'd9		:			mux_out <= BusMuxIn_R14;
			5'd8		:			mux_out <= BusMuxIn_R15;
			5'd7		:			mux_out <= BusMuxIn_HI;
			5'd6		:			mux_out <= BusMuxIn_LO;
			5'd5		:			mux_out <= BusMuxIn_ZHI;
			5'd4		:			mux_out <= BusMuxIn_ZLOW;
			5'd3		:			mux_out <= BusMuxIn_PC;
			5'd2		:			mux_out <= BusMuxIn_MDR;
			5'd1		:			mux_out <= BusMuxIn_InPort;
			5'd0		:			mux_out <= C_sign_extended;
			default:				mux_out <= 32'bx;
		endcase
	end
endmodule
module encoder_32_5(
	output reg [4:0] Code, 
	input r0out, r1out, r2out, r3out, r4out, r5out, r6out, r7out, r8out, r9out, r10out, r11out, r12out, r13out, r14out, r15out, HIout, LOout, ZHIout, ZLOWout, PCout, MDRout, inPortout, Cout, 
	input clk
	);
	wire[31:0] Data;
	assign Data = {r0out, r1out, r2out, r3out, r4out, r5out, r6out, r7out, r8out, r9out, r10out, r11out, r12out, r13out, r14out, r15out, HIout, LOout, ZHIout, ZLOWout, PCout, MDRout, inPortout, Cout};
	always @(Data, clk) begin
		case (Data)
			32'h01			:	Code <= 0;
			32'h02			:	Code <= 1;
			32'h04			:	Code <= 2;
			32'h08			:	Code <= 3;
			32'h10			:	Code <= 4;
			32'h20			:	Code <= 5;
			32'h40			:	Code <= 6;
			32'h80			:	Code <= 7; 
			32'h100			:	Code <= 8;
			32'h200			:	Code <= 9;
			32'h400			:	Code <= 10;
			32'h800			:	Code <= 11;
			32'h1000			:	Code <= 12;
			32'h2000			:	Code <= 13;
			32'h4000			:	Code <= 14;
			32'h8000			:	Code <= 15;
			32'h10000		:	Code <= 16;
			32'h20000		:	Code <= 17;
			32'h40000		:	Code <= 18;
			32'h80000		:	Code <= 19;
			32'h100000		:	Code <= 20;
			32'h200000		:	Code <= 21;
			32'h400000		:	Code <= 22;
			32'h800000		:	Code <= 23;
			default			:	Code <= 5'bx;
		endcase			
	end
endmodule
</file>
<file path="run.sh">
#!/bin/bash
# OpenROAD 26Q1-2900-gdf79404cd8, Yosys 0.63+post, stock flow scripts
make -C /OpenROAD-flow-scripts/flow DESIGN_CONFIG=/design/flow/config.mk WORK_HOME=/design/flow/orfs finish
</file>
<file path="config.mk">
export PLATFORM = sky130hd
export DESIGN_NAME = bus
export DESIGN_NICKNAME = bus
export VERILOG_FILES = /design/flow/design.v
export SDC_FILE = /design/flow/constraint.sdc
export NUM_CORES = 4
export LEC_CHECK = 1
export CORE_AREA = 10 10 320 320
export DIE_AREA = 0 0 330 330
</file>
<file path="constraint.sdc">
current_design bus

set clk_period 14.0
set clk_io_pct 0.2

create_clock -name clk0 -period $clk_period

set non_clock_inputs [all_inputs -no_clocks]
set_input_delay [expr $clk_period * $clk_io_pct] -clock clk0 $non_clock_inputs
set_output_delay [expr $clk_period * $clk_io_pct] -clock clk0 [all_outputs]
</file>
==> summary.txt <==
Implementation summary

The first detailed-routing pass ran for 6 iterations. The via count of the first global-routing pass was 14.1k. Registers take 0 um^2. The tightest slew margin relative to the limit is 17.0%.

The post-synthesis cell count is 1021. The tally of OpenROAD warnings is 33. The number of hold buffers added after CTS is 0. The number of core rows is 113. The signal arrival time at the worst endpoint is 8.78 ns.

The tally of buffers added on design ports is 824. The y dimension of the die is 330 um. The via count is 14.6k. The timing report attributes the biggest portion of critical-path delay to simple AND/OR/NAND/NOR gates. The quantity of gates resized following cts is 0. The setup fix buffers added after clock tree synthesis is 0. In this run the cell area of the synthesized design comes to 0.00687 mm^2. The post-route worst hold slack is 6.54 ns. Per the OpenROAD power report, leakage power amounts to 5.74 nW. The clock network accounts for 0% of the total power. The post-synthesis sequential area ratio is 0%. The worst setup path is captured at an output port. The total power divided by cell area is 17.7 mW/mm^2. The DRC violations left is 0.

Walking the worst path, the cells encountered are clkdlybuf4s50_1 -> nor4_2 -> nand4_1 -> nor3_1 -> buf_4 -> a211o_4 -> buf_12 -> mux2i_1 -> o2bb2ai_1 -> or4b_1 -> nor3_1 -> a21oi_1 -> clkdlybuf4s50_1. The maximum number of pins on one net before global-route repair is 61. The floorplan die area is 0.109 mm^2. Per the timing report, the biggest fanout along the worst path comes to 53. The analysis reports a worst IR drop on VDD of 0.00547 mV. Per the synthesis report, the number of distinct cell types is 72.

The number of violations reported at the end of detailed-routing iteration 0 is 1577. Per the detail_route report, routed wire per instance is 44.4 um. Setup repair after global routing left no endpoint under its margin. The switching power share of the total is 27.5%. The kind of critical path is in2out. Per the timing report, the achievable frequency comes out to 86.3 MHz.

The type of the tightest min-delay check is in2out. The total of clock buffers placed in the layout is 0. The die width is 330 um. The stat command in Yosys gives a chip area of 0.00687 mm^2. After floorplanning, the core was sized to cover 0.0952 mm^2. After its last routability iteration, the placer logged a weighted congestion of 0.946. The share of the core filled by cells before placement is 7.22%. The combined global-route utilization of all metal layers is 24.6%. The count of yosys warnings during synthesis is 2. The aggregate global routing overflow is 0. Dividing the synthesized area by the synthesized cell count gives 6.73 um^2.

Looking at the hold checks, the worst path lands on BUS_data[14]. The required time at the worst-slack endpoint is 11.20 ns. Counting I/O delays and the setup requirement, the final critical path takes 11.58 ns. For this design, Yosys synthesis ends with a cell count of 1021. The wire length reported by the detailed router is 140000 um. Cells with a size suffix above 1 make up 9.44% of the layout. 825 I/O pins were placed.

The final critical path takes up 82.7% of the cycle. The final timing report counts setup violations totalling 0. The switching component of the power was reported as 0.0000841 W. The total negative slack is 0 ns. On the critical path, the stage with the largest delay is an instance of sky130_fd_sc_hd__nor4_2. The critical path contains buffers and inverters numbering 4 combined. From synthesis to final layout, the design area changed by 152%. In this design, the stage delay of the slowest critical-path cell is 0.74 ns. The average via count per standard cell is 4.62.

Along the worst hold path, the cell count comes to 4. The number of sequential cells is 0. The run finished with clean final reports. The residual antenna-violating net count after detailed routing is 0. Counting pins that exceed their max-slew limit in the final report gives 0. Looking at the max-slew report, the worst-margin pin has a slew of 1.21 ns. The wire length of the first global-routing pass is 169000 um.

Cell internal power was estimated by the tool at 0.000222 W. The final timing report lists a hold violation count of 0. The hold path startpoint is r0_out[14]. Combinational cells account for 100.0% of the total power. Per the run summary, max-cap violations total 0. The kind of launch point of the worst setup path is an input port.

The relative contribution of sequential cells to total power is 0%. The number of antenna violations at the first check in global routing is 199. According to the dpl log, the detail-placed design has an HPWL of 123000 um.
-- worst min-delay path, cell delays in order --
cell                              delay [ns]
sky130_fd_sc_hd__clkdlybuf4s50_1        0.40
sky130_fd_sc_hd__nor2_1                 0.10
sky130_fd_sc_hd__a21oi_1                0.04
sky130_fd_sc_hd__clkdlybuf4s50_1        0.40
-- layout by cell type (no fill, tap or decap), types with 11 or more instances in the layout --
cell type                           n
sky130_fd_sc_hd__nor3_1            38
sky130_fd_sc_hd__a22oi_1           96
sky130_fd_sc_hd__and3_1            28
sky130_fd_sc_hd__a221o_1           12
sky130_fd_sc_hd__a2111oi_0         12
sky130_fd_sc_hd__nand4_1           21
sky130_fd_sc_hd__o21ai_0           15
sky130_fd_sc_hd__a22o_1            42
sky130_fd_sc_hd__buf_4             94
sky130_fd_sc_hd__nand3_1           69
sky130_fd_sc_hd__a222oi_1          37
sky130_fd_sc_hd__a211oi_1          20
sky130_fd_sc_hd__mux2_2            16
sky130_fd_sc_hd__nor2_1            55
sky130_fd_sc_hd__nor3_2            11
sky130_fd_sc_hd__diode_2           43
sky130_fd_sc_hd__a221oi_1          23
sky130_fd_sc_hd__or4_1             11
sky130_fd_sc_hd__o2bb2ai_1         12
sky130_fd_sc_hd__mux2i_1           40
sky130_fd_sc_hd__clkdlybuf4s50_1  824
sky130_fd_sc_hd__a21oi_1           45
sky130_fd_sc_hd__a32oi_1           11
sky130_fd_sc_hd__nor4_1            14
sky130_fd_sc_hd__nand2_1          106
sky130_fd_sc_hd__o211ai_1          17
-- routing by layer --
metal,track usage [%],part of all wire [%]
met2,40.2,47
met5,0,0.79
met4,6.50,3.2
met1,28.4,37
met3,12.1,12
-- cell type report --
cell class / count / area, um^2
multi-input cells: 917 / 6570
repair buffers: 920 / 8990
well taps: 1265 / 1580
inverters: 7 / 26.3
fillers: 10745 / 77900
diodes: 43 / 108
-- power groups by stage --
stage              Clock (W)  Sequential, W  Combinational [W]
CTS                        0              0           0.000306
global route  0.000000000251              0           0.000320
finish        0.000000000395              0           0.000306
-- cell usage after synthesis (9+ instances only) --
master                        n  area share [%]
sky130_fd_sc_hd__a2111oi_0   17             2.2
sky130_fd_sc_hd__a211o_1     12             1.5
sky130_fd_sc_hd__a211oi_1    23             2.5
sky130_fd_sc_hd__a21oi_1     46             3.4
sky130_fd_sc_hd__a221o_1     12             1.7
sky130_fd_sc_hd__a221oi_1    23             2.9
sky130_fd_sc_hd__a222oi_1    37             5.4
sky130_fd_sc_hd__a22o_1      42             5.4
sky130_fd_sc_hd__a22oi_1     96              10
sky130_fd_sc_hd__a31oi_1      9            0.82
sky130_fd_sc_hd__a32oi_1     11             1.4
sky130_fd_sc_hd__and3_1      31             2.8
sky130_fd_sc_hd__buf_2       33             2.4
sky130_fd_sc_hd__clkbuf_1    50             2.7
sky130_fd_sc_hd__mux2_2      16             2.6
sky130_fd_sc_hd__mux2i_1     40             5.8
sky130_fd_sc_hd__nand2_1    106             5.8
sky130_fd_sc_hd__nand3_1     70             5.1
sky130_fd_sc_hd__nand4_1     21             1.9
sky130_fd_sc_hd__nor2_1      59             3.2
sky130_fd_sc_hd__nor3_1      48             3.5
sky130_fd_sc_hd__nor4_1      17             1.5
sky130_fd_sc_hd__nor4b_1     10             1.3
sky130_fd_sc_hd__o211ai_1    17             1.9
sky130_fd_sc_hd__o21ai_0     16             1.2
sky130_fd_sc_hd__o2bb2ai_1   12             1.5
sky130_fd_sc_hd__or4_1       12             1.3
sky130_fd_sc_hd__xor2_1       9             1.1
-- worst max path at each step --
stage      start     endpoint  slack [ns]  cells after the start
4_1_cts   r10out  BUS_data[7]        2.39                     13
5_1_grt    r8out  BUS_data[7]        2.19                     13
6_report  r10out  BUS_data[7]        2.42                     13
-- stage by stage --
step / setup slack [ns] / area, um^2 / util, % / power (W) / instances
2_1_floorplan: 5.36 / 6870 / - / 0.0000355 / 1021
3_3_place_gp: 2.46 / 17200 / 18.1 / 0.000303 / 3109
3_5_place_dp: 2.39 / 17200 / 18.1 / 0.000304 / 3109
4_1_cts: 2.39 / 17200 / 18.1 / 0.000306 / 3109
5_1_grt: 2.19 / 17200 / 18.1 / 0.000320 / 3135
6_report: 2.42 / 17300 / 18.2 / 0.000306 / 3152
-- logic make-up (layout without fill, tap and decap cells) --
kind of cell	Yosys count	after routing	synth area share, %
compound gates	422	422	48.5
xor+xnor	11	11	1.40
other cells	0	43	0
mux	63	63	9.98
simple gates	421	421	33.1
buf+inv	104	927	6.94
Power is estimated from default activity; no workload was simulated.
