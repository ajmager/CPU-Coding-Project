<file path="flow/constraint.sdc">
current_design boothmul

set clk_period 103.9
set clk_io_pct 0.2

create_clock -name clk0 -period $clk_period

set non_clock_inputs [all_inputs -no_clocks]
set_input_delay [expr $clk_period * $clk_io_pct] -clock clk0 $non_clock_inputs
set_output_delay [expr $clk_period * $clk_io_pct] -clock clk0 [all_outputs]
</file>
<file path="flow/run.sh">
#!/bin/bash
# OpenROAD 26Q1-2900-gdf79404cd8, Yosys 0.63+post, stock flow scripts
make -C /OpenROAD-flow-scripts/flow DESIGN_CONFIG=/design/flow/config.mk WORK_HOME=/design/flow/orfs finish
</file>
<file path="flow/config.mk">
export PLATFORM = sky130hd
export DESIGN_NAME = boothmul
export DESIGN_NICKNAME = boothmul
export VERILOG_FILES = /design/flow/design.v
export SDC_FILE = /design/flow/constraint.sdc
export NUM_CORES = 4
export LEC_CHECK = 1
export CORE_UTILIZATION = 40
</file>
<file path="flow/design.v">
module boothmul(X, Y, Z);
	input signed [31:0] X, Y;
	output signed[63:0] Z;
	reg [63:0] tempZ;
	reg [1:0] temp;
	integer i;
	reg [31:0] Y1;
	always @ (X, Y)
	begin
		tempZ = 64'd0;
		Y1 = ~Y;
		tempZ[63:0]=X;
		for (i = 0; i < 32; i = i + 1)
		begin
			temp = X[i];
			case (temp)
				2'd2 : tempZ [63 : 32] = tempZ [63 : 32] + Y1;
				2'd1 : tempZ [63 : 32] = tempZ [63 : 32] + Y;
				default : begin end
			endcase
			tempZ = tempZ >> 1;
			tempZ[63] = tempZ[62];
		end
	end
	assign Z = tempZ;
endmodule
</file>
==> writeup.txt <==
Global routing consumed, over all layers together, 32.2% of the routing resources. The setup violation total in the final timing report is 0. The yosys cell count is 9,206.

For this sky-water flow run, the detailed-routed wirelength per cell is reported as 22.7 um. The fraction of final layout cells sized beyond drive strength 1 is 6.07%. The number of sequential cells was 0; the required time reported for the critical path endpoint was 83.12 ns. Slowest library cell on the worst path: buf_4. Routability-driven placement finished with a final weighted congestion of 1.04.

The detailed router reported a total wirelength of 257,000 um. The path type of the worst setup path is input port to output port. The site row count is 143, and the number of buffers inserted by hold repair at cts is 0. The most frequently used cell type in the post-synthesis netlist is ha_1. In this run the maximum-capacitance check reported violations numbering 0.

The logs give 15,741 for the filler cell count and 10 for the initial antenna violation count. STA classifies the critical path startpoint as an input port. The routed layout has 69,378 vias. Entering global routing, the biggest net connects 58 pins. Setup repair after global routing left no endpoint under its margin.

With the I/O pin count at 128, the number of design-rule violations left by the first detailed-router iteration is 6,104. Number of detailed-routing iterations run before antenna repair: 8. Yosys reports that the leading cell type by area covers 21.3% of the netlist area. The number of buffers inserted by port buffering is 128. After routing the design area is 65,600 um2.

After legalization and detailed placement, the total HPWL measured 208,000 um. The share of the Yosys chip area taken by registers is 0%. The mapped netlist covers 61,600 um2.

The region available for standard cell placement spans 152,000 um2. The shortest clock period the worst path allows after layout was 95.69 ns; the footprint of the flip-flops and latches was 0 um2.

The path category of the worst min-delay check is input port to output port. The number of gates resized after CTS was 0. Across all stage logs, warnings added up to 87. In this build the clock could be raised as far as 0.0105 GHz. Per the final report, max-transition violations number 0. The initial utilization of the core area, before any placement, comes to 40.4%. The commonest cells after synthesis are ha_1 (1,047), nand2_1 (1,018), a21oi_1 (874). The overall die width is 394 um.

The total die size is 156,000 um2. The per-cell via count in the routed design came out at 6.15. The critical path arrival was 74.91 ns; the biggest fanout along the worst timing path was 57. STA classifies the critical path endpoint as an output port. The first global-routing pass estimated 384,000 um of wire. The slew at the pin closest to its max-slew limit works out to 1.15 ns. Relative to the synthesized area, the layout overhead comes to 6.47%. The number of remaining DRC errors was 0. The run gives 62,743 for the number of global-route vias before repair.

Cells fill 43.0% of the core in the end. The number of setup buffers added after CTS came out at 0. Per STA, the worst path accumulates the most delay in the family AND-OR/OR-AND gates. The tools report the yosys stat chip area as 61,600 um2.

Endpoints failing hold in the final report were tallied at 0. The run gives 17 for the worst path buffer plus inverter count. The run gives 65,600 um2 for the instance area at placement. By area the synthesized netlist is led by ha_1 (21%), xnor2_1 (7.2%), a21oi_1 (7.1%), o21ai_0 (6.6%), nand2_1 (6.2%). The total of warnings raised by yosys was 1.

The longest incremental delay of any stage on the critical path is reported as 0.64 ns. For the count of nets left with antenna violations after detail routing, the log shows 0. The netlist uses 100 different library cells. Synthesis produced 9,206 cells. The y dimension of the die was 394 um. Among the stages of the critical path, the cell type that occurs most often is ha_1.

The library cell with the largest summed area after synthesis was ha_1. Summed over all layers, the global routing overflow is 0. The worst slew slack as a fraction of its limit is 23.1%. The period utilization is 92.1%, and the number of clock-tree buffers in the layout is 0. The synthesized area per cell works out to 6.69 um2.

The flow ran to the end, and the final reports show no timing, DRC or antenna violations. Summed over all failing endpoints, the final setup total negative slack is 0 ns.
[per-layer routing]
metal	GRT usage [%]	vias up	share of wire [%]
li1	-	34160	-
met1	45.7	32133	45
met2	49.0	2645	42
met3	5.12	438	8.3
met4	11.5	2	4.5
met5	0	-	0.0051
[final timing paths]
| check | depth (start not counted) | start | slack (ns) | endpoint |
|---|---|---|---|---|
| hold / removal | 5 | X[16] | 42.56 | Z[17] |
| setup / recovery | 245 | X[31] | 8.21 | Z[62] |
[logic make-up (layout without fill, tap and decap cells)]
kind of cell             after synthesis  after routing  synth area share, %
buffers and inverters                790            839                 4.82
multiplexers                         226            226                 4.02
adder cells (fa/ha/maj)             1079           1079                 22.3
XOR/XNOR                             779            779                 11.3
AND/OR/NAND/NOR                     2903           2903                 21.5
other                                  0              2                    0
AND-OR/OR-AND                       3429           3429                 36.0
[area by class of cell]
cell class	instances	area [um2]	area share, %
inverters	527	1980	3.02
well taps	2030	2540	3.87
diodes	2	5.00	0.00763
multi-input cells	8416	58600	89.4
repair buffers	312	2430	3.71
[cell usage in the layout (no fill, tap or decap), types with 29 or more instances in the layout]
master           instances
ha_1                  1047
nand2_1               1018
a21oi_1                874
nor2_1                 831
o21ai_0                813
inv_1                  518
xnor2_1                510
a21o_1                 366
xor2_1                 258
o21a_1                 217
nor3_1                 188
buf_4                  178
nand3_1                172
mux2_2                 170
nand2b_1               137
nor2b_1                123
a31oi_1                121
a21boi_0               112
a211oi_1               108
o31ai_1                108
o21bai_1                91
o211ai_1                77
or3_1                   75
and3_1                  74
clkdlybuf4s50_1         67
and2_1                  63
buf_2                   61
mux2i_1                 56
nand4_1                 47
or2_2                   42
o22ai_1                 34
a211o_1                 33
nand3b_1                32
fa_1                    32
nor4_1                  31
a221o_1                 30
a31o_2                  29
a2111oi_0               29
[per-stage QoR]
stage	cells	setup slack [ns]	hold slack [ns]
after detailed placement	11285	9.34	42.57
after global routing	11286	4.38	42.65
after CTS	11285	9.06	42.58
after global placement	11285	9.37	42.57
after floorplan	9206	17.92	41.66
final	11287	8.21	42.56
